--- config.mk ---
export PLATFORM = sky130hd
export DESIGN_NAME = lcd_drive
export DESIGN_NICKNAME = lcd_drive
export VERILOG_FILES = /design/flow/design.v
export SDC_FILE = /design/flow/constraint.sdc
export NUM_CORES = 4
export LEC_CHECK = 1
export CORE_UTILIZATION = 40
--- constraint.sdc ---
current_design lcd_drive

set clk_period 2.8
set clk_io_pct 0.2

create_clock -name clk0 -period $clk_period [get_ports {clk}]

set non_clock_inputs [all_inputs -no_clocks]
set_input_delay [expr $clk_period * $clk_io_pct] -clock clk0 $non_clock_inputs
set_output_delay [expr $clk_period * $clk_io_pct] -clock clk0 [all_outputs]
--- design.v ---
module clk_fenpin(
	input clk,
	input rst_n,
	output reg clk_1m
);
	reg    [25:0]   clk_cnt     ;         
	always @ (posedge clk or negedge rst_n) begin
		 if (!rst_n) begin
			  clk_cnt <= 5'd0;
			  clk_1m  <= 1'b0;
		 end 
		 else if (clk_cnt < 26'd24) 
			  clk_cnt <= clk_cnt + 1'b1;       
		 else begin
			  clk_cnt <= 5'd0;
			  clk_1m  <= ~ clk_1m;
		 end 
	end
endmodule
module lcd_drive(
	input clk,		 
	input rst_n,	 
	output scl,		 
	inout sda		 
);
wire clk_1m;		 
wire done_write;	 
wire [7:0] data;	 
wire cmd_data;		 
wire ena_write;	 
clk_fenpin clk_fenpin_inst(
	.clk(clk),
	.rst_n(rst_n),
	.clk_1m(clk_1m)
);
lcd_init u_lcd_init(
	.clk(clk_1m),
	.rst_n(rst_n),
	.ena(1'b1),
	.done_write(done_write),
	.data(data),
	.cmd_data(cmd_data),
	.ena_write(ena_write)
);
lcd_write_cmd_data u_lcd_write_cmd_data(
	.clk(clk_1m),
	.rst_n(rst_n),
	.ena(ena_write),
	.data(data),
	.cmd_data(cmd_data),
	.sda(sda),
	.scl(scl),
	.done(done_write)
);
endmodule
module lcd_init(
	input clk,						 
	input rst_n,					 
	input ena,						 
	input done_write,				 
	output reg [7:0] data,		 
	output cmd_data,				 
	output reg ena_write			 
);
parameter DELAY = 50;			 
reg [20:0] us_cnt;				 
reg us_cnt_clr;					 
reg [7:0]init_cmd_data[16:0];	 
reg [4:0]initcd_cnt;				 
initial begin
	init_cmd_data[0] = 8'h02;	 
	init_cmd_data[1] = 8'h28;	 
	init_cmd_data[2] = 8'h0C;	 
	init_cmd_data[3] = 8'h01;	 
	init_cmd_data[4] = 8'h80;	 
	init_cmd_data[5] = 8'h06;	 
	init_cmd_data[6] = 8'h48;init_cmd_data[7] = 8'h65;init_cmd_data[8] = 8'h6C;
	init_cmd_data[9] = 8'h6C;init_cmd_data[10] = 8'h6F;init_cmd_data[11] = 8'h57;
	init_cmd_data[12] = 8'h6F;init_cmd_data[13] = 8'h72;init_cmd_data[14] = 8'h6C;
	init_cmd_data[15] = 8'h64;
end
parameter WaitEn=0,Write=1,WaitWrite=3,WaitDelay=4,Done=5;
reg[2:0] state,next_state;		 
assign cmd_data = (initcd_cnt<=3'd6) ? 1'b0 : 1'b1;
always @ (posedge clk,negedge rst_n) begin
    if (!rst_n)
        us_cnt <= 21'd0;
    else if (us_cnt_clr)
        us_cnt <= 21'd0;
    else 
        us_cnt <= us_cnt + 1'b1;
end
always @(*) begin
	if(!rst_n)
		next_state = WaitEn; 
	else begin
		case(state)
			WaitEn: next_state = ena ? Write : WaitEn;
			Write: next_state = WaitWrite;
			WaitWrite: next_state = done_write ? WaitDelay : WaitWrite;
			WaitDelay: next_state = initcd_cnt==5'd16 ? Done : ((us_cnt==DELAY) ? Write : WaitDelay);
			Done:next_state = Done;
		endcase
	end
end
always @(posedge clk,negedge rst_n) begin
	if(!rst_n)begin
		us_cnt_clr = 1'b1; 
		ena_write <= 1'b0; 
	end
	else begin
		case(state)
			WaitEn:begin
				us_cnt_clr = 1'b1;
				ena_write <= 1'b0;
			end
			Write:begin
				us_cnt_clr = 1'b1;
				data <= init_cmd_data[initcd_cnt];
				ena_write <= 1'b1; 
			end
			WaitWrite:begin
				ena_write <= 1'b0;
			end
			WaitDelay:begin
				us_cnt_clr = 1'b0; 
			end
		endcase
	end
end
always @(posedge clk,negedge rst_n) begin
	if(!rst_n)
		state <= WaitEn;
	else
		state <= next_state;
end
always @(posedge clk,negedge rst_n) begin
	if(!rst_n)begin
		initcd_cnt <= 4'd0;
	end
	else begin
		if(state ==  Write) 
			initcd_cnt <= initcd_cnt + 1'b1;
		else
			initcd_cnt <= initcd_cnt;
	end
end
endmodule
module lcd_write_cmd_data(
	input clk,						 
	input rst_n,					 
	input [7:0]data,				 
	input cmd_data,				 
	input ena,						 
	inout sda,						 
	output scl,						 
	output done,					 
	output sda_dir					 
);
parameter DELAY = 25;			 
reg [20:0] us_cnt;				 
reg us_cnt_clr;					 
parameter WaitEn=0,WriteAddr=1,WaitWA=2,WriteHE=3,WaitWHE=4,WaitCMD1=5,WriteHNE=6,WaitWHNE=7,WriteLE=8,WaitWLE=9,WaitCMD2=10,WriteLNE=11,WaitWLNE=12,Done=13;
reg[3:0] state,next_state;		 
reg en_write;						 
wire en_iicwrite = en_write;	 
wire iic_done;						 
reg [7:0] iic_data;				 
always @ (posedge clk,negedge rst_n) begin
    if (!rst_n)
        us_cnt <= 21'd0;
    else if (us_cnt_clr)
        us_cnt <= 21'd0;
    else 
        us_cnt <= us_cnt + 1'b1;
end 
always @(*) begin
	if(!rst_n)
		next_state = WaitEn; 
	else begin
		case(state)
			WaitEn: next_state = ena ? WriteAddr : WaitEn;
			WriteAddr: next_state = WaitWA;
			WaitWA: next_state = iic_done ? WriteHE : WaitWA;
			WriteHE: next_state = WaitWHE;
			WaitWHE: next_state = iic_done ? WaitCMD1 : WaitWHE;
			WaitCMD1: next_state = (us_cnt == DELAY) ? WriteHNE : WaitCMD1;
			WriteHNE: next_state = WaitWHNE;
			WaitWHNE: next_state = iic_done ? WriteLE : WaitWHNE;
			WriteLE: next_state =  WaitWLE;
			WaitWLE: next_state = iic_done ? WaitCMD2 : WaitWLE;
			WaitCMD2: next_state = (us_cnt == DELAY) ? WriteLNE : WaitCMD2;
			WriteLNE: next_state = WaitWLNE;
			WaitWLNE: next_state = iic_done ? Done : WaitWLNE;
			Done: next_state = WaitEn;
		endcase
	end
end
always @(posedge clk,negedge rst_n) begin
	if(!rst_n)begin
		iic_data <= 8'd0;				 
		en_write <= 1'b0;				 
		us_cnt_clr <= 1'b1;			 
	end
	else begin
		case(state)
			WaitEn:begin
				iic_data <= 8'd0;				 
				en_write <= 1'b0;				 
				us_cnt_clr <= 1'b1;			 
			end
			WriteAddr:begin
				iic_data <= 8'h4E;			 
				en_write <= 1'b1;				 
			end
			WaitWA:begin
				en_write <= 1'b0;				 
			end
			WriteHE:begin
				en_write <= 1'b1;				 
				iic_data <= (data & 8'hF0) | 8'h0C | cmd_data;
			end
			WaitWHE:begin
				en_write <= 1'b0;				 
			end
			WaitCMD1:begin
				us_cnt_clr <= 1'b0;			 
			end
			WriteHNE:begin
				us_cnt_clr <= 1'b1;
				en_write <= 1'b1;
				iic_data <= ((data & 8'hF0) | 8'h0C | cmd_data) & 8'hFB ;
			end
			WaitWHNE:begin
				en_write <= 1'b0;				 
			end
			WriteLE:begin
				en_write <= 1'b1;
				iic_data <= ((data & 8'h0F)<<4) | 8'h0C | cmd_data;
			end
			WaitWLE:begin
				en_write <= 1'b0;				 
			end
			WaitCMD2:begin
				us_cnt_clr <= 1'b0;			 
			end
			WriteLNE:begin
				en_write <= 1'b1;
				us_cnt_clr <= 1'b1;
				iic_data <= (((data & 8'h0F)<<4) | 8'h0C | cmd_data) & 8'hFB ;
			end
			WaitWLNE:begin
				en_write <= 1'b0;				 
			end
		endcase
	end
end
always @(posedge clk,negedge rst_n) begin
	if(!rst_n)
		state <= WaitEn;
	else
		state <= next_state;
end
assign done = (state == Done);
myiic_writebyte myiic_writebyte_inst(
	.clk(clk),
	.rst_n(rst_n),
	.en_write(en_iicwrite),
	.data(iic_data),
	.sda(sda),
	.scl(scl),
	.sda_dir(sda_dir),
	.done(iic_done)
);
endmodule
module myiic_writebyte(
	input clk,					 
	input rst_n,				 
	input en_write,			 
	input [7:0] data,			 
	inout  sda,					 
	output reg scl,			 
	output done,				 
	output reg sda_dir		 
);
parameter DELAY = 5;			 
reg [20:0] us_cnt;			 
reg us_cnt_clr;				 
parameter WaitEn=0,Start=1,WriteL=2,WriteH=3,ReadyStop=4,Stop=5,WaitAck=6,Done=7;
reg[2:0] state,next_state;	 
reg [3:0] cnt;					 
reg sda_out;					 
wire sda_in;					 
assign sda = sda_dir ? sda_out : 1'bz;
assign sda_in = sda;			 
always @ (posedge clk,negedge rst_n) begin
    if (!rst_n)
        us_cnt <= 21'd0;
    else if (us_cnt_clr)
        us_cnt <= 21'd0;
    else 
        us_cnt <= us_cnt + 1'b1;
end 
always @(*) begin
	if(!rst_n)
		next_state <= WaitEn; 
	else begin
		case(state)
			WaitEn: next_state = en_write ? Start : WaitEn;
			Start: next_state = (us_cnt == DELAY) ? WriteL : Start;
			WriteL: next_state = (us_cnt == DELAY) ? WriteH : WriteL;
			WriteH: next_state = (us_cnt == DELAY && cnt == 4'd8) ? ReadyStop : ((us_cnt == DELAY) ? WriteL : WriteH);
			ReadyStop: next_state = (us_cnt == DELAY) ? Stop : ReadyStop;
			Stop: next_state = (us_cnt == DELAY) ? WaitAck : Stop;
			WaitAck: next_state = (sda_in == 1'b0) ? Done : WaitAck;
			Done: next_state = WaitEn;
		endcase
	end
end
always @(posedge clk,negedge rst_n) begin
	if(!rst_n)begin
		sda_dir <= 1'b1;					 
		sda_out <= 1'b1;					 
		scl <= 1'b1;						 
		us_cnt_clr <= 1'b1;				 
	end
	else begin
		case(state)
			WaitEn:begin
				sda_dir <= 1'b1;			 
				sda_out <= 1'b1;			 
				scl <= 1'b1;				 
				us_cnt_clr <= 1'b1;		 
			end
			Start:begin
				sda_dir <= 1'b1;			 
				sda_out = 1'b0;			 
				us_cnt_clr <= (us_cnt == DELAY-1) ? 1'b1 : 1'b0; 
			end
			WriteL:begin
				scl <= 1'b0;				 
				sda_out <= data[7-(cnt-1)] ? 1'b1 : 1'b0; 
				us_cnt_clr <= (us_cnt == DELAY-1) ? 1'b1 : 1'b0; 
			end
			WriteH:begin
				scl <= 1'b1;				 
				us_cnt_clr <= (us_cnt == DELAY-1) ? 1'b1 : 1'b0; 
			end
			ReadyStop:begin
			scl <= 1'b0;					 
				us_cnt_clr <= (us_cnt == DELAY-1) ? 1'b1 : 1'b0; 
			end
			Stop:begin
				sda_out <= 1'b1;			 
				scl <= 1'b1;				 
				us_cnt_clr <= (us_cnt == DELAY-1) ? 1'b1 : 1'b0; 
			end
			WaitAck:begin
				sda_dir <= 1'b0; 			 
				us_cnt_clr <= 1'b1;		 
			end
			Done:begin			
				sda_dir <= 1'b1; 
				sda_out <= 1'b1;
				scl <= 1'b1;
				us_cnt_clr <= 1'b1;
			end
		endcase
	end
end
always @(posedge clk,negedge rst_n)begin
	if(!rst_n)
		state <= WaitEn;
	else
		state <= next_state;
end
always @(posedge clk,negedge rst_n)begin
	if(!rst_n)
		cnt <= 4'd0;
	else begin
		case(state)
			WriteL:cnt <=  (us_cnt == 1'b0) ? cnt + 1'b1 : cnt;
			WaitEn:cnt <=4'd0;
			Done:cnt <=4'd0;
			default:cnt <= cnt;
		endcase
	end
end
assign done = (state == Done);
endmodule
--- run.sh ---
#!/bin/bash
# OpenROAD 26Q1-2900-gdf79404cd8, Yosys 0.63+post, stock flow scripts
make -C /OpenROAD-flow-scripts/flow DESIGN_CONFIG=/design/flow/config.mk WORK_HOME=/design/flow/orfs finish
==> results_slide.txt <==
Key Metrics from the Run

Placed design
  • Port bufs: 2
  • HPWL Detailed: 8400 µm
  • Global placement routability congestion: 0.829
  • Post-DP Area: 0.00722 mm²

Yosys
  • Ys Warns: 5
  • Synth flops: 144
  • Cell Area, Synth: 0.00693 mm²
  • Cell count after synthesis: 685
  • Fraction of registers with async set/reset: 89.6%
  • Synth Area per Inst: 10.1 µm²
  • Distinct lib cells used: 67
  • Post-synth EDFFs: 8
  • Post-synthesis chip area from yosys: 0.00693 mm²
  • Ys flop type: dfrtp_1
  • Yosys cell count: 685

Clock network
  • H-tree Lvls: 1
  • Hold buffer count at CTS: 0
  • CTS resizes: 0
  • Postcts setup bufs: 0
  • CTS Buf Count: 3
  • CTS Buffer Depth: 2
  • Root Buffer: clkbuf_16

Final timing
  • Number of unconstrained endpoints: 127
  • Register pins left without a clock: 117

Floorplan
  • Initial core utilization: 41.4%
  • Die height: 134 µm
  • Io pins: 4
  • DIE WIDTH: 134 µm
  • FP Rows: 47

Status
  • Log Error: [error] [KeplerFormal.cpp:679] Workflow failed: Iso has multiple drivers: .sda0, sda$_DFFE_PN1N_.Q0
  • Failed at: clock tree synthesis
  • Status: stopped before the end
-- cells in the mapped netlist (3+ instances only) --
cell / count / share of area [%]
nand3_1: 34 / 2.5
and2_1: 4 / 0.36
mux2_2: 5 / 0.81
nor4_1: 17 / 1.5
and3_1: 5 / 0.45
nand4_1: 27 / 2.4
inv_1: 23 / 1.2
xnor2_1: 23 / 2.9
o21a_1: 5 / 0.54
a31oi_1: 3 / 0.27
dfstp_2: 6 / 2.3
dfrtp_1: 123 / 44
a21o_1: 4 / 0.43
clkbuf_1: 24 / 1.3
o21ai_0: 31 / 2.2
ha_1: 21 / 3.8
nand3b_1: 6 / 0.65
xor2_1: 21 / 2.7
nor2b_1: 16 / 1.4
nand2b_1: 9 / 0.81
o211ai_1: 4 / 0.43
dlxtn_1: 7 / 1.5
nor4b_1: 3 / 0.38
a21oi_1: 34 / 2.5
nor2_1: 74 / 4.0
mux2i_1: 6 / 0.87
a211oi_1: 4 / 0.43
nand2_1: 35 / 1.9
and4_1: 8 / 1.0
a22o_1: 3 / 0.38
or4_1: 14 / 1.5
o31ai_1: 10 / 1.1
nor3_1: 19 / 1.4
a21boi_0: 4 / 0.43
or3_1: 7 / 0.63
edfxtp_1: 8 / 3.5
-- stage by stage --
step,power [mW],setup WS (ns),cells
2_1_floorplan,0.426,0.934,705
3_3_place_gp,0.466,0.905,904
3_5_place_dp,0.469,0.844,904
-- cell families after synthesis --
| logic type | after synthesis | synth area share [%] |
|---|---|---|
| adder cells (fa/ha/maj) | 21 | 3.79 |
| buffers and inverters | 49 | 2.85 |
| multiplexers | 12 | 2.00 |
| other | 1 | 0.0541 |
| XOR/XNOR | 44 | 5.56 |
| AND-OR/OR-AND | 122 | 11.3 |
| AND/OR/NAND/NOR | 292 | 22.8 |
| flip-flops | 137 | 50.1 |
| latches | 7 | 1.52 |
Power figures rest on the tool's default switching activity, not on a simulated workload.
